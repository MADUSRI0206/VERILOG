### flow/run.sh
#!/bin/bash
# OpenROAD 26Q1-2900-gdf79404cd8, Yosys 0.63+post, stock flow scripts
make -C /OpenROAD-flow-scripts/flow DESIGN_CONFIG=/design/flow/config.mk WORK_HOME=/design/flow/orfs finish
### flow/config.mk
export PLATFORM = sky130hd
export DESIGN_NAME = top_module
export DESIGN_NICKNAME = top_module
export VERILOG_FILES = /design/flow/design.v
export SDC_FILE = /design/flow/constraint.sdc
export NUM_CORES = 4
export LEC_CHECK = 1
export CORE_UTILIZATION = 40
### flow/constraint.sdc
current_design top_module

set clk_period 4.6
set clk_io_pct 0.2

create_clock -name clk0 -period $clk_period [get_ports {clk1}]

set non_clock_inputs [all_inputs -no_clocks]
set_input_delay [expr $clk_period * $clk_io_pct] -clock clk0 $non_clock_inputs
set_output_delay [expr $clk_period * $clk_io_pct] -clock clk0 [all_outputs]
### flow/design.v
module clock_divider(
    input clk1,
    input rst,
    output reg clk_1hz,
    output reg clk_500hz
);
    reg [26:0] cnt_1hz = 0;
    reg [16:0] cnt_500hz = 0;
    always @(posedge clk1 or posedge rst) begin
        if (rst) begin
            cnt_1hz <= 0;
            clk_1hz <= 0;
        end else if (cnt_1hz == 24999999) begin
            cnt_1hz <= 0;
            clk_1hz <= ~clk_1hz;
        end else cnt_1hz <= cnt_1hz + 1;
    end
    always @(posedge clk1 or posedge rst) begin
        if (rst) begin
            cnt_500hz <= 0;
            clk_500hz <= 0;
        end else if (cnt_500hz == 49999) begin
            cnt_500hz <= 0;
            clk_500hz <= ~clk_500hz;
        end else cnt_500hz <= cnt_500hz + 1;
    end
endmodule
module seg_counter (
    input clk_1hz, clk_500hz,
    input rst,
    output reg [3:0] out,
    output reg [7:0] seg
);
    reg [5:0] seconds;     
    reg [5:0] minutes;     
    reg [4:0] hours;       
    reg [1:0] mux_counter;
    reg [3:0] digit;
    always @(posedge clk_1hz or posedge rst) begin
        if (rst) begin
            seconds <= 0;
            minutes <= 0;
            hours   <= 0;
        end else begin
            if (seconds < 59)
                seconds <= seconds + 1;
            else begin
                seconds <= 0;
                if (minutes < 59)
                    minutes <= minutes + 1;
                else begin
                    minutes <= 0;
                    if (hours < 23)
                        hours <= hours + 1;
                    else
                        hours <= 0;
                end
            end
        end
    end
    always @(posedge clk_500hz or posedge rst) begin
        if (rst)
            mux_counter <= 0;
        else
            mux_counter <= mux_counter + 1;
    end
     always @(*) begin
        case (mux_counter)
            2'b00: begin
                out = 4'b0001;
                digit = minutes / 10;       
            end
            2'b01: begin
                out = 4'b0010;
                digit = minutes % 10;       
            end
            2'b10: begin
                out = 4'b0100;
                digit = seconds / 10;    
            end
            2'b11: begin
                out = 4'b1000;
                digit = seconds % 10;    
            end
        endcase
    end
    always @(*) begin
        case (digit)
            4'd0: seg = 8'b00000011;
            4'd1: seg = 8'b10011111;
            4'd2: seg = 8'b00100101;
            4'd3: seg = 8'b00001101;
            4'd4: seg = 8'b10011001;
            4'd5: seg = 8'b01001001;
            4'd6: seg = 8'b01000001;
            4'd7: seg = 8'b00011111;
            4'd8: seg = 8'b00000001;
            4'd9: seg = 8'b00001001;
            default: seg = 8'b11111111;
        endcase
    end
endmodule
module top_module(
  input clk1,
  input rst,
  output wire [7:0] seg,
  output wire [3:0] out
);
  wire clk_1hz, clk_500hz;
  clock_divider dut1(
    .clk1(clk1),
    .rst(rst),
    .clk_1hz(clk_1hz),
    .clk_500hz(clk_500hz)
  );
  seg_counter dut2(
    .clk_1hz(clk_1hz),
    .clk_500hz(clk_500hz),
    .rst(rst),
    .out(out),
    .seg(seg)
  );
endmodule
==> out/metrics.cfg <==
[final_timing]
final.min_clock_period_ps = 2200
fin_tns_setup_ps = 0
slew_viol_final = 0
number_of_register_pins_that_no_clock_reaches = 14
rsz0062_at_grt = no
worst_case_headroom_to_the_max_slew_limit_pct = 49.3
untimed_endpoints = 25
maxClockFrequency_mhz = 454
timing_hold_violations_final = 0
skew_final_ps = 4.72
actual_slew_at_the_worst_max_slew_pin_ps = 740
report.final.setup_viol = 0
final_hold_slack_ps = 468
layout_worst_path_cycle_share_pct = 47.9

[power_and_ir_drop]
power.density_cell_area_nw_per_um2 = 159
p_leak_nw = 1.91
worst_vdd_rail_ir_drop_mv = 0.183

[setup_path]
critical_path.endpoint_type = register
crit_type = reg -> reg
path_max_fanout = 6
setup.worst_path.start_class = register
worst_ep_required_time_ps = 4820
rrSetupSlack_ps = 2400
critical_path_arrival_ps = 2420

[placed_design]
dpl.cell_count = 579
place_congestion = 0.867
total_of_buffers_placed_on_input_and_output_ports = 12
dpl.hpwl_um = 5500

[route]
drt_first_iter_violations = 120
firstDrtPassIters = 4
viasPerCell = 5.16
remaining_drc_errors = 0
antennaDiodeCount = 0
routed_wire_length_per_instance_um = 12.4
routed_wirelength_um = 7270
final_antenna_net_count = 0
detailroute.via_count = 3029

[cts]
post_cts.repair.setup_buffers = 0
tritoncts = built
ctsHtreeMaxLevel = 2
clock_transition_at_the_registers_of_the_reported_paths_ps = 80
worst_skew_pair.late_latency_ps = 290
max-clock-path-buffers = 2
numCtsBuffers = 5
cts_root_buf = clkbuf_8
ctsResizeCount = 0
cts_hold_buf = 0

[logic_synthesis]
synth_async_sr_flop_share_pct = 100
syn_area_um2 = 4020
synth.yosys.seq_area_share_pct = 37.3
cells_after_synth = 439
synthesis.area_per_instance_um2 = 9.16
yosysWarnings = 2
synth-edff-count = 0
synth_cell_type_count = 67
flop_cell = dfrtp_1
yosys_cells = 439
synth-area-yosys_um2 = 4020
synth-seq-cells = 60

[grt]
grt_pass1_wl_um = 13000
grt_start_max_net_pins = 49
gr-usage-all-layers_pct = 15.6
globalRouteOverflowTotal = 0
grt_pass1_vias = 2900
antenna_violations_before_repair = 0

[worst_hold_path]
holdCritPathClass = reg -> reg

[final_layout]
final_layout_size_suffix_gt1_share_pct = 8.15
fillCellCount = 943
multi_input_comb_area_um2 = 2400
register_area_um2 = 1500
signed_area_change_from_the_synthesized_netlist_to_the_final_layout_pct = 9.40
fin_cells = 587

[die]
pin_count = 14
core-area_um2 = 9770
die_width_um = 102
design.die.area_um2 = 10500
fp_util_pct = 41.1
standard_cell_rows = 36
die_span_y_um = 102

[outcome]
outcome = finished clean

[run]
stage_log_warnings = 36
tally_of_max_capacitance_violations = 0

==> logic make-up (layout without fill, tap and decap cells) <==
kind of cell               Yosys count  after routing  share of synthesized area (%)
muxes                               17             17                           5.60
other                                1              1                         0.0933
adders and majority gates           23             23                           7.16
buffers and inverters               28             43                           3.08
and+or+nand+nor                    176            176                           21.4
xor gates and xnor gates            43             43                           9.37
DFF                                 60             60                           37.3
AOI/OAI and AO/OA                   91             91                           15.9
==> cells in the mapped netlist (5+ instances only) <==
cell type / instances / area [µm²]
nand4_1: 6 / 37.5
nor2_1: 49 / 184
mux2_4: 5 / 75.1
a21oi_1: 21 / 105
nand2_1: 41 / 154
a22oi_1: 5 / 37.5
xor2_1: 21 / 184
o21ai_0: 22 / 110
inv_1: 16 / 60.1
mux2i_1: 6 / 60.1
nand3_1: 26 / 130
ha_1: 23 / 288
dfrtp_1: 60 / 1500
xnor2_1: 22 / 193
nor4_1: 8 / 50.1
and3_1: 12 / 75.1
nor3_1: 10 / 50.1
and2_1: 5 / 31.3
==> state kept, by name, indices dropped and copies added (netlist names) <==
| name | count |
|---|---|
| dut2.minutes | 6 |
| dut2.seconds | 6 |
| dut1.clk_1hz | 1 |
| dut1.cnt_500hz | 17 |
| dut2.mux_counter | 2 |
| dut1.cnt_1hz | 27 |
| dut1.clk_500hz | 1 |
==> layout by cell type, fill, tap and decap left out, types with 6 or more instances in the layout <==
cell type        Yosys  layout
clkdlybuf4s50_1      0      12
nor4_1               8       7
nand2_1             41      41
nor3_1              10      10
a21oi_1             21      21
ha_1                23      23
dfrtp_1             60      60
inv_1               16      15
and3_1              12      12
nand3_1             26      26
nand4_1              6       6
mux2i_1              6       6
o21ai_0             22      22
nor2_1              49      49
xor2_1              21      21
xnor2_1             22      22
==> report_power, final <==
group	total (W)	switching (W)	internal, W	leakage, nW
logic	0.0000111	0.00000974	0.00000137	1.05
registers	0.000404	0	0.000404	0.809
clock network	0.000286	0.000123	0.000162	0.0524
==> layout make-up <==
| cell class | count | share of cell area, % |
|---|---|---|
| tap | 133 | 3.78 |
| inverter | 20 | 1.82 |
| clock buffer | 7 | 1.73 |
| multi-input combinational | 351 | 54.6 |
| sequential | 60 | 34.1 |
| timing repair buffer | 15 | 3.24 |
| clock inverter | 1 | 0.683 |
==> worst max-delay path: stages, from the launching register on <==
cell	delay, ps
dfrtp_1	400
ha_1	200
nand3_1	120
nor2_1	310
nand2_1	150
nor3_1	260
nand2_1	210
or3_1	340
a21oi_1	150
==> per-stage QoR <==
step | setup slack (ps) | power (W) | utilization (%) | area, µm²
6_report | 2400 | 0.000701 | 45.0 | 4400
5_1_grt | 2150 | 0.000734 | 45.0 | 4400
4_1_cts | 2410 | 0.000715 | 45.0 | 4400
3_5_place_dp | 2450 | 0.000424 | 43.9 | 4290
3_3_place_gp | 2510 | 0.000424 | 43.9 | 4290
2_1_floorplan | 2200 | 0.000420 | - | 4020
==> metal layers <==
| layer | track usage [%] | part of all wire (%) |
|---|---|---|
| met5 | 0 | 0 |
| met4 | 1.98 | 1.6 |
| met3 | 1.88 | 2.5 |
| met2 | 24.5 | 44 |
| met1 | 24.4 | 52 |
==> final timing paths <==
check | depth (start not counted) | end | startpoint
setup / recovery | 8 | dut1.cnt_1hz[22] | dut1.cnt_1hz[0]
hold / removal | 1 | dut1.cnt_500hz[0] | dut1.cnt_500hz[0]
setup reg to reg | 8 | dut1.cnt_1hz[22] | dut1.cnt_1hz[0]
hold reg to reg | 1 | dut1.cnt_500hz[0] | dut1.cnt_500hz[0]
max in group asynchronous | 3 | dut1.cnt_500hz[9] | rst
min in group asynchronous | 2 | dut1.cnt_500hz[10] | rst
Power figures rest on the tool's default switching activity, not on a simulated workload.
