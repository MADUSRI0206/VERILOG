`/design/flow/run.sh`:
```
#!/bin/bash
# OpenROAD 26Q1-2900-gdf79404cd8, Yosys 0.63+post, stock flow scripts
make -C /OpenROAD-flow-scripts/flow DESIGN_CONFIG=/design/flow/config.mk WORK_HOME=/design/flow/orfs finish
```
`/design/flow/config.mk`:
```
export PLATFORM = sky130hd
export DESIGN_NAME = digital_safe_lock
export DESIGN_NICKNAME = digital_safe_lock
export VERILOG_FILES = /design/flow/design.v
export SDC_FILE = /design/flow/constraint.sdc
export NUM_CORES = 4
export LEC_CHECK = 1
export CORE_AREA = 10 10 104 104
export DIE_AREA = 0 0 114 114
```
`/design/flow/constraint.sdc`:
```
current_design digital_safe_lock

set clk_period 2.3
set clk_io_pct 0.2

create_clock -name clk0 -period $clk_period [get_ports {clk}]

set non_clock_inputs [all_inputs -no_clocks]
set_input_delay [expr $clk_period * $clk_io_pct] -clock clk0 $non_clock_inputs
set_output_delay [expr $clk_period * $clk_io_pct] -clock clk0 [all_outputs]
```
`/design/flow/design.v`:
```
module digital_safe_lock (
    input wire clk,
    input wire reset,      
    input wire enter,      
    input wire bit_in,     
    output reg unlocked,   
    output reg [7:0] seg,  
    output reg [3:0] digit  
);
    localparam S0 = 3'd0,
               S1 = 3'd1,
               S2 = 3'd2,
               S3 = 3'd3,
               S4 = 3'd4,
               ERROR = 3'd5;
    reg [2:0] state, next_state;
    reg [24:0] clkdiv = 0;
    wire slow_clk = clkdiv[15];
    always @(posedge clk) clkdiv <= clkdiv + 1;
    reg enter_d, enter_dd;
    always @(posedge slow_clk) begin
        enter_d <= enter;
        enter_dd <= enter_d;
    end
    wire enter_clean = enter_d & ~enter_dd;  
    always @(posedge slow_clk or posedge reset) begin
        if (reset)
            state <= S0;
        else if (enter_clean)
            state <= next_state;
    end
    always @(*) begin
        next_state = S0;
        unlocked = 0;
        case (state)
            S0: next_state = (bit_in == 1) ? S1 : ERROR;
            S1: next_state = (bit_in == 0) ? S2 : ERROR;
            S2: next_state = (bit_in == 1) ? S3 : ERROR;
            S3: next_state = (bit_in == 1) ? S4 : ERROR;
            S4: begin
                unlocked = 1;
                next_state = S0;
            end
            ERROR: next_state = S0;
        endcase
    end
    always @(*) begin
        digit = 4'b1110;  
        case (state)
            S0:     seg = 8'b11000000;  
            S1:     seg = 8'b11111001;  
            S2:     seg = 8'b10100100;  
            S3:     seg = 8'b10110000;  
            S4:     seg = 8'b10011001;  
            ERROR:  seg = 8'b10000110;  
            default:seg = 8'b11111111;  
        endcase
    end
endmodule
```
==> results.json <==
{
  "status": "finished clean",
  "cts_buffers": 3,
  "top_layer_used": "met3",
  "fp_util_pct": 11.9,
  "post_cts_resized": 0,
  "netlist_area_um2": 1030,
  "crit_chain": "ha_1, nand4_1, nor3_1, xor2_1",
  "top_cell": "dfxtp_1",
  "first_global_vias": 634,
  "p_int_uw": 399,
  "finalSetupViolCount": 0,
  "cts_tree": "built",
  "grt_overflow": 0,
  "post_cts_buffers": 0,
  "synth_area_leader_cell": "dfxtp_1",
  "die_y_um": 114,
  "untimed_endpoints": 16,
  "globalplace.congestion": 0.730,
  "syn_area_per_cell_um2": 9.65,
  "ys_cells": 107,
  "syn_to_final_growth_pct": 24.1,
  "via_count": 706,
  "reg2reg_slack_ns": 1.03,
  "post-dp-hpwl_um": 1290,
  "ys_ff": 24,
  "synthFlopType": "dfxtp_1",
  "rsz0062_at_grt": "no",
  "dr.pass1.iters": 4,
  "vias_per_cell": 3.14,
  "clockBufferDepth": 2,
  "drt-initial-drc-count": 22,
  "clk_latency_ns": 0.24,
  "period_needed_ns": 1.27,
  "htreeDepth": 1,
  "cap_violations": 0,
  "synthTopCellsByArea": "dfxtp_1 (35%), dfrtp_1 (12%), xor2_1 (8.5%)",
  "crit_required_ns": 2.48,
  "die_w_um": 114,
  "cts_root_buf": "clkbuf_8",
  "yosys.stat.seqShare_pct": 49.6,
  "grt_usage_pct": 2.44,
  "rows": 34,
  "drive_above_1_share_pct": 7.69,
  "syn_inst": 107,
  "fmax_mhz": 787,
  "min_from": "clkdiv[0]",
  "critPathArrivalTime_ns": 1.45,
  "wl_met2_um": 657,
  "r2r-end": "clkdiv[10]",
  "timing_hold_violations_final": 0,
  "edf_count": 0,
  "period_used_pct": 55.3,
  "grt_pass1_wl_um": 2790,
  "r2r_start": "clkdiv[0]",
  "cts_hold_buffers": 0,
  "num_io_pins": 17,
  "antenna_found_initial": 0,
  "dp_slack_ns": 1.05,
  "fin_skew_ns": 0.00134,
  "coreArea_um2": 8680,
  "setup_ws_ns": 1.03,
  "ys_warn_count": 1,
  "p_sw_share_pct": 18.5,
  "wl_per_cell_um": 7.41,
  "holdPathStages": 1,
  "switching_power_uw": 90.4,
  "io_buffer_count": 11,
  "diodes": 0,
  "met3_length_um": 139,
  "unclocked_pins": 8,
  "p_leak_nw": 0.512,
  "antenna_left": 0,
  "synth_cell_types": 23,
  "wirelength_um": 1670,
  "r2r_cells": 4,
  "pwr-share-seq_pct": 56.7,
  "common_cells": "dfxtp_1 (18), nand2_1 (13), xor2_1 (10)",
  "p_comb_share_pct": 2.1,
  "grt_max_degree": 13,
  "worstPathMaxFanout": 4,
  "powerDensity_nw_per_um2": 382,
  "slowest_delay_ns": 0.39,
  "clk_pin_slew_worst_paths_ns": 0.06,
  "warnings": 25,
  "min-delay-path-class": "flop to flop",
  "fin_setup_tns_ns": 0,
  "power.share.clock_pct": 41.2,
  "slowest_stage": "dfxtp_1",
  "fillCellCount": 990,
  "async_flop_share_pct": 25.0,
  "crit_type": "flop to flop",
  "top_area_share_pct": 34.9,
  "drc": 0,
  "met1_length_um": 871,
  "chipArea_um2": 13000,
  "end_kind": "flop",
  "ir_worst_vdd_mv": 0.355,
  "synth_chip_area_um2": 1030,
  "min_to": "clkdiv[0]",
  "start_kind": "flop",
  "drv_slew": 0
}
[how the worst max path moves through the flow]
| stage | cells past startpoint | to | slack (ns) | start |
|---|---|---|---|---|
| 4_1_cts | 4 | clkdiv[14] | 1.03 | clkdiv[0] |
| 5_1_grt | 4 | clkdiv[10] | 0.84 | clkdiv[0] |
| 6_report | 4 | clkdiv[10] | 1.03 | clkdiv[0] |
[metal layers]
layer,global-route usage [%],vias up
li1,-,374
met1,3.34,317
met2,3.72,15
met3,1.01,0
met4,0.0835,0
met5,0,-
[logic make-up after synthesis]
kind of cell,synth area share (%)
AND/OR/NAND/NOR,22.3
flip-flops,49.6
XOR/XNOR,11.9
AND-OR/OR-AND,7.76
buffers and inverters,6.54
other,0.728
adder cells (fa/ha/maj),1.21
[power groups by stage]
stage / clock, mW / combinational, mW / sequential, mW
after CTS: 0.209 / 0.0107 / 0.277
final: 0.202 / 0.0101 / 0.277
after global routing: 0.217 / 0.0120 / 0.277
[critical path: cells and delay by family (launching register included)]
kind	cells	cell delay (ns)
flip-flops	1	0.39
XOR/XNOR	1	0.15
adder cells (fa/ha/maj)	1	0.25
AND/OR/NAND/NOR	2	0.41
[sequential cells by signal, indices dropped and copies added, names as in the netlist, named ones only]
register,count
clkdiv,16
state,5
enter_d,1
enter_dd,1
[cell usage in the layout (no fill, tap or decap), types with 5 or more instances in the layout]
cell             count
dfxtp_1             18
nand2_1             13
clkdlybuf4s50_1     11
xor2_1              10
nor2_1               7
nor3_1               6
o21ai_0              6
nand3_1              5
inv_1                5
conb_1               5
dfrtp_1              5
[cell type report]
cell class | instances | area, um^2 | area share (%)
Timing Repair Buffer | 11 | 110 | 8.59
Clock buffer | 3 | 41.3 | 3.22
Sequential cell | 24 | 512 | 39.9
Inverter | 5 | 18.8 | 1.46
Tap cell | 108 | 135 | 10.5
Multi-Input combinational cell | 74 | 464 | 36.2
[stage by stage]
step | cells | cell area, um^2 | hold slack, ns | power (mW) | util (%)
finish | 225 | 1280 | 0.424 | 0.489 | 14.8
global route | 225 | 1280 | 0.444 | 0.506 | 14.8
CTS | 225 | 1280 | 0.426 | 0.497 | 14.8
detailed placement | 222 | 1240 | 0.410 | 0.294 | 14.3
global placement | 222 | 1240 | 0.404 | 0.294 | 14.3
floorplan | 110 | 1040 | 0.393 | 0.293 | -
Power and IR drop assume default switching activity.
