### ./design.v
module PWM_Generator(
    input clk,               
    input [7:0] sw,          
    output reg led_out       
);
    reg [16:0] clk_div = 0;   
    reg pwm_clk = 0;
    always @(posedge clk) begin
        clk_div <= clk_div + 1;
        if (clk_div == 49999) begin     
            clk_div <= 0;
            pwm_clk <= ~pwm_clk;
        end
    end
    reg [7:0] counter = 0;
    always @(posedge pwm_clk) begin
        counter <= counter + 1;
        led_out <= (counter < sw) ? 1'b1 : 1'b0;
    end
endmodule
### ./run.sh
#!/bin/bash
# OpenROAD 26Q1-2900-gdf79404cd8, Yosys 0.63+post, stock flow scripts
make -C /OpenROAD-flow-scripts/flow DESIGN_CONFIG=/design/flow/config.mk WORK_HOME=/design/flow/orfs finish
### ./config.mk
export PLATFORM = sky130hd
export DESIGN_NAME = PWM_Generator
export DESIGN_NICKNAME = PWM_Generator
export VERILOG_FILES = /design/flow/design.v
export SDC_FILE = /design/flow/constraint.sdc
export NUM_CORES = 4
export LEC_CHECK = 1
export CORE_AREA = 10 10 111 111
export DIE_AREA = 0 0 121 121
### ./constraint.sdc
current_design PWM_Generator

set clk_period 2.9
set clk_io_pct 0.2

create_clock -name clk0 -period $clk_period [get_ports {clk}]

set non_clock_inputs [all_inputs -no_clocks]
set_input_delay [expr $clk_period * $clk_io_pct] -clock clk0 $non_clock_inputs
set_output_delay [expr $clk_period * $clk_io_pct] -clock clk0 [all_outputs]
==> flow_metrics.py <==
# Metrics from the implementation run
metrics = {
    "outcome": {
        "status": "completed",
    },
    "final_timing": {
        "hold_viol": 0,
        "maxSlewViolCount": 0,
        "setup_viol": 0,
        "finClkSkew_ns": 0.00285,
        "fin_setup_tns_ns": 0,
        "worstMarginPinSlew_ns": 0.535,
        "fmax_mhz": 580,
        "whs_ns": 0.470,
        "unclocked_pins": 9,
        "fin_crit_ns": 1.72,
        "untimed_endpoints": 10,
        "slew-limit-headroom_pct": 64.1,
        "finalCritPeriodShare_pct": 59.4,
        "rsz0062_at_grt": "false",
    },
    "drt": {
        "drcViolationCount": 0,
        "diodes": 0,
        "antenna_left": 0,
        "routed_wl_mm": 1.91,
        "vias": 799,
        "via_per_inst": 2.98,
        "drtIter0Drc": 60,
        "drtPass1Iterations": 3,
        "wl_per_cell_um": 7.12,
    },
    "synthesis": {
        "postSynthSeqShare_pct": 45.9,
        "synth_warnings": 1,
        "synth_stat.cells": 122,
        "ys_chip_area_um2": 1200,
        "synthTopCellsByArea": "dfxtp_1, ha_1, xnor2_1",
        "post-synth-top-count-cell": "dfxtp_1",
        "edf_count": 1,
        "syn_area_um2": 1200,
        "top_cells_by_count": "dfxtp_1, nor2_1, inv_1, xnor2_1",
        "yosys.area.top_type_share_pct": 43.4,
        "synth.avg_cell_area_um2": 9.83,
        "numSynthFlops": 27,
        "synth-async-reset-ratio_pct": 0,
        "synthCells": 122,
        "synth_cell_types": 25,
        "synth-main-ff-cell": "dfxtp_1",
        "largest_area_cell": "dfxtp_1",
    },
    "power": {
        "ir_worst_vdd_mv": 0.223,
        "power_density_nw_per_um2": 308,
        "leakage_nw": 0.595,
    },
    "flow_run": {
        "tool_warnings": 25,
        "cap_violations": 0,
    },
    "setup_path": {
        "crit_slowest_cell": "nor4_4",
        "crit_fanout": 10,
        "cp-end-kind": "register",
        "worst-setup-path-type": "register to register",
        "crit_chain": "ha_1, nand3_1, nor4_4",
        "max_stage_delay_ns": 0.55,
        "crit_required_ns": 2.79,
        "arrival_ns": 1.62,
        "start_kind": "register",
    },
    "global_route": {
        "grt.total_usage_pct": 2.77,
        "grt.overflow.total": 0,
        "grt_pass1_wl_mm": 3.53,
        "grt_max_degree": 11,
        "use_met3_pct": 0.992,
        "grt_most_used_layer": "met2",
        "grt_pass1_vias": 822,
        "use_met2_pct": 4.15,
        "use_met1_pct": 3.88,
        "antenna_found_initial": 0,
    },
    "clock_tree": {
        "clkTransAtPathRegs_ns": 0.06,
        "cts_tree": "done",
        "clk_root_buffer_cell": "clkbuf_8",
        "ctsHtreeMaxLevel": 1,
        "cts_resized": 0,
        "holdBufCountCts": 0,
        "clock_latency_ns": 0.25,
        "cts-buffers-inserted": 3,
        "clockBufferDepth": 2,
        "post_cts_buffers": 0,
    },
    "final_layout": {
        "drive_above_1_share_pct": 5.93,
        "fill_cells": 1089,
        "area_growth_pct": 26.0,
    },
    "die": {
        "dieWidth_um": 121,
        "die_h_um": 121,
        "design.core.area_um2": 9860,
        "fp_util_pct": 12.2,
        "chipArea_um2": 14600,
        "boundaryPins": 10,
        "rows": 36,
    },
    "worst_hold_path": {
        "hp-class": "register to register",
    },
    "place": {
        "hpwl_mm": 1.43,
        "port_buffers": 9,
        "gp_congestion": 0.792,
    },
}
-- registers in the layout, indices dropped and copies added (netlist names) --
signal / cells
clk_div: 17
counter: 8
led_out: 1
pwm_clk: 1
-- logic make-up after synthesis --
kind of cell    after synthesis  synth area share (%)
simple gates                 47                  21.9
buf+inv                      12                  3.76
flops                        27                  45.9
compound gates                6                  3.65
fa+ha+maj                     9                  9.39
xor+xnor                     21                  15.3
-- critical path: cells and delay by family, from the launching register on --
| kind | cells | cell delay (ns) |
|---|---|---|
| flip-flops | 1 | 0.38 |
| AND/OR/NAND/NOR | 2 | 0.79 |
| adder cells (fa/ha/maj) | 1 | 0.20 |
-- layout by cell type, fill, tap and decap left out --
master            n
nand3_1           7
ha_1              9
and4_1            1
and3_1            1
a21oi_1           1
nor4_2            1
xnor2_1          12
nor3_1            1
nor4b_1           1
o31a_1            1
nor2b_1           1
clkdlybuf4s50_1   9
edfxtp_1          1
nand2b_1          1
dfxtp_1          26
xor2_1            9
a211oi_1          1
nand2_1           6
nor4_4            1
a21o_1            3
nand4_1           6
or2_2             1
inv_1            12
clkbuf_8          4
nor2_1           15
or3_4             1
nor4_1            3
-- final timing paths --
kind,startpoint,end,slack [ns],depth (start not counted)
worst max-delay path,clk_div[0],pwm_clk,1.18,3
worst min-delay path,clk_div[0],clk_div[0],0.47,1
worst max register to register,clk_div[0],pwm_clk,1.18,3
worst min register to register,clk_div[0],clk_div[0],0.47,1
-- report_power, final --
part	internal, mW	total [mW]	switching, mW	leakage, nW
logic	0.0127	0.0183	0.00557	0.345
registers	0.249	0.249	0	0.221
clock network	0.120	0.198	0.0779	0.0288
-- through the flow --
stage / area [um^2] / total power [mW] / utilization, % / std cells / setup slack [ns]
5_1_grt: 1510 / 0.485 / 15.3 / 268 / 0.985
3_5_place_dp: 1460 / 0.273 / 14.8 / 264 / 1.16
2_1_floorplan: 1200 / 0.261 / - / 122 / 1.36
3_3_place_gp: 1460 / 0.273 / 14.8 / 264 / 1.20
6_report: 1510 / 0.466 / 15.3 / 268 / 1.18
4_1_cts: 1510 / 0.472 / 15.3 / 268 / 1.17
-- layout make-up --
type / count / area (um^2) / share of cell area [%]
Multi-Input combinational cell: 83 / 603 / 39.9
Tap cell: 133 / 166 / 11.0
Sequential cell: 27 / 551 / 36.5
Inverter: 12 / 45.0 / 2.98
Timing Repair Buffer: 9 / 90.1 / 5.97
Clock buffer: 4 / 55.1 / 3.65
-- routing by layer --
layer | wire (um) | up-vias
li1 | - | 439
met1 | 1020 | 347
met2 | 743 | 11
met3 | 129 | 2
met4 | 14 | 0
met5 | 0 | -
Power figures rest on the tool's default switching activity, not on a simulated workload.
